**/design/flow/config.mk**
```make
export PLATFORM = sky130hd
export DESIGN_NAME = nineBitAdder
export DESIGN_NICKNAME = nineBitAdder
export VERILOG_FILES = /design/flow/design.v
export SDC_FILE = /design/flow/constraint.sdc
export NUM_CORES = 4
export LEC_CHECK = 1
export CORE_AREA = 10 10 70 70
export DIE_AREA = 0 0 80 80
```
**/design/flow/constraint.sdc**
```tcl
current_design nineBitAdder

set clk_period 9.8
set clk_io_pct 0.2

create_clock -name clk0 -period $clk_period

set non_clock_inputs [all_inputs -no_clocks]
set_input_delay [expr $clk_period * $clk_io_pct] -clock clk0 $non_clock_inputs
set_output_delay [expr $clk_period * $clk_io_pct] -clock clk0 [all_outputs]
```
**/design/flow/design.v**
```verilog
module nineBitAdder (
	input wire [8:0] a,b,
	output reg [9:0] out
);
always @(*) begin
	out = a + b;
end
endmodule
```
**/design/flow/run.sh**
```bash
#!/bin/bash
# OpenROAD 26Q1-2900-gdf79404cd8, Yosys 0.63+post, stock flow scripts
make -C /OpenROAD-flow-scripts/flow DESIGN_CONFIG=/design/flow/config.mk WORK_HOME=/design/flow/orfs finish
```
==> flow_summary_export.csv <==
group,metric,value,unit
finish,stdcell_count,116,
flow_run,cap_violations,0,
sta,slew_headroom,79.8,%
critical_path,critPathLaunchType,"primary input",
detailed_routing,dr.first_iter.drc_count,6,
finish,final_cell_mix,"clkdlybuf4s50_1 (28), ha_1 (9), inv_1 (4), xor2_1 (4)",
yosys,synth_area_per_cell,8.43,um2
global_routing,grt_use_total,3.60,%
floorplan,ios,28,
worst_hold_path,hold_path_class,"in2out",
global_routing,gr-usage-met1,6.01,%
critical_path,worst_setup_path_end_kind,"output pin",
detailed_routing,wl_per_cell,10.2,um
critical_path,cp_top_family,"buffers and inverters",
placement,port_buffers,28,
critical_path,path_cells,"clkdlybuf4s50_1, ha_1, inv_1, fa_1, nor2b_4, o2111ai_1, a31oi_1, xor2_1, clkdlybuf4s50_1",
sta,max_freq,162,MHz
pwr,clkPwrFrac,0,%
finish,drive_above_1_share,4.29,%
critical_path,slowest_stage,"clkdlybuf4s50_1",
detailed_routing,diodes,0,
pwr,switching_share,33.5,%
global_routing,use_met2,3.37,%
finish,lay_top_count,"clkdlybuf4s50_1",
pwr,ir_worst_vdd,34.8,uV
sta,fin_crit_sh,62.8,%
status,status,"completed",
worst_hold_path,whs_endpoint,"out[0]",
sta,tightest_slew,301,ps
detailed_routing,totalWireLength,1190,um
pwr,power.density,62.8,nW/um2
global_routing,grt-ovfl-total,0,
pwr,power_leakage,0.287,nW
pwr,internal_power,0.0000289,W
pwr,switching_power,0.0000145,W
global_routing,grt_pass1_wl,1950,um
pwr,sequentialPowerShare,0,%
global_routing,grt_pass1_vias,414,
critical_path,crit_path_max_incr_delay,500,ps
critical_path,crit_buf_inv,3,
sta,fin_crit,6160,ps
sta,slew_viol_final,0,
yosys,synthCells,42,
detailed_routing,dr.pass1.iters,2,
yosys,netlist_area,354,um2
detailed_routing,drcViolationCount,0,
floorplan,die_w,80,um
finish,ff_count,0,
yosys,yosys.cell_types.count,21,
placement,finalWeightedCongestion,0.787,
sta,setup_viol,0,
global_routing,use_met3,2.61,%
flow_run,warning_count,32,
clocking,cts_hold_repair.buffers,0,
placement,dp.cells,116,
global_routing,grt_start_max_net_pins,5,
floorplan,initial_utilization,10.4,%
floorplan,core,3420,um2
clocking,cts_setup_buffers,0,
finish,post-route-util,20.3,%
clocking,post_cts_resized,0,
yosys,ys_cells,42,
floorplan,fp.dieH,80,um
detailed_routing,viasPerCell,3.32,
pwr,combPwrFrac,100.0,%
detailed_routing,dr_total_vias,385,
floorplan,die_area,6400,um2
floorplan,fp-row-count,21,
yosys,synth_seq_share,0,%
sta,tns,0,ps
finish,area_growth_syn_to_layout,95.4,%
critical_path,worstPathArrival,4200,ps
yosys,yosys_area,354,um2
critical_path,crit_fanout,2,
sta,hold_viol_final,0,
critical_path,crit_path_frequent_cell,"clkdlybuf4s50_1",
detailed_routing,ant_nets,0,
finish,clkbuf_count,0,
placement,dp_hpwl,1060,um
sta,rsz0062_at_grt,"no",
yosys,yosysWarnings,1,
critical_path,worstPathRequired,7840,ps
finish,regArea,0,um2
global_routing,antenna_found_initial,0,
critical_path,critPathKind,"in2out",
worst_hold_path,hold_depth,3,
worst_hold_path,min_from,"b[0]",
global_routing,grt_busiest_layer,"met1",
-- synthesized netlist by cell type (2+ instances only) --
cell type / n / area share (%)
a21o_1: 2 / 4.2
a21oi_1: 3 / 4.2
ha_1: 9 / 32
inv_1: 4 / 4.2
nand2_1: 2 / 2.1
o21a_1: 2 / 4.2
xnor2_1: 3 / 7.4
xor2_1: 4 / 9.9
-- per-layer routing --
metal / wire [um] / vias to the layer above
met3: 248 / 0
met5: 0 / -
met4: 0 / 0
met2: 241 / 28
li1: - / 207
met1: 697 / 150
-- metrics by stage --
stage,total power (W),area [um2],hold WS [ps],setup WS [ps]
2_1_floorplan,0.0000170,354,3990,4740
3_3_place_gp,0.0000437,692,4950,3630
3_5_place_dp,0.0000433,692,4950,3650
4_1_cts,0.0000439,692,4960,3610
5_1_grt,0.0000486,692,4970,3460
6_report,0.0000434,692,4950,3640
-- layout make-up --
class,count,area (um2)
fillers,380,2720
inverters,4,15.0
multi-input cells,38,339
well taps,46,57.6
repair buffers,28,280
-- worst max-delay path by stage --
stage	start	cells past startpoint	slack (ps)	endpoint
CTS	a[0]	9	3610	out[8]
global route	b[0]	9	3460	out[8]
finish	a[0]	9	3640	out[8]
-- kinds of logic after synthesis --
kind of cell / Yosys count / share of synthesized area (%)
AND-OR/OR-AND: 13 / 26.9
XOR/XNOR: 7 / 17.3
adder cells (fa/ha/maj): 10 / 37.5
buffers and inverters: 4 / 4.24
AND/OR/NAND/NOR: 8 / 14.1
-- power by group through the flow --
stage	combinational, W	clock (W)	sequential [W]
after CTS	0.0000439	0	0
after global routing	0.0000486	0	0
final	0.0000434	0	0
Power is estimated from default activity; no workload was simulated.
