### config.mk
export PLATFORM = sky130hd
export DESIGN_NAME = my_abstest
export DESIGN_NICKNAME = my_abstest
export VERILOG_FILES = /design/flow/design.v
export SDC_FILE = /design/flow/constraint.sdc
export NUM_CORES = 4
export LEC_CHECK = 1
export CORE_UTILIZATION = 30
### run.sh
#!/bin/bash
# OpenROAD 26Q1-2900-gdf79404cd8, Yosys 0.63+post, stock flow scripts
make -C /OpenROAD-flow-scripts/flow DESIGN_CONFIG=/design/flow/config.mk WORK_HOME=/design/flow/orfs finish
### design.v
`timescale 1ns / 1ps
module my_abstest(
    input wire clk, rst,
    input wire [4:0] partial_sum,
    output reg [7:0] op, 
    output reg op_valid
    );
    reg [7:0] accumulator;
    reg [2:0] state, next_state;
    parameter IDLE = 3'b00; 
    parameter MSB = 3'b001;  
    parameter LSB1 = 3'b010;  
    parameter LSB2 = 3'b011;  
    parameter LSB = 3'b100;  
    always @(posedge clk or posedge rst) begin
        if(rst) begin
            state <= IDLE;
            accumulator <= 7'b0;
            op <= 7'b0;
            op_valid <= 1'b0;
        end
        else begin
            state <= next_state;
            op_valid <= 1'b0;
            case(state) 
                IDLE: begin
                    accumulator <= 0;
                end
                MSB: begin
                    accumulator <= partial_sum << 3;
                end
                LSB1: begin
                    accumulator <= accumulator + (partial_sum << 2);
                end
                LSB2: begin
                    accumulator <= accumulator + (partial_sum << 1);
                end
                LSB: begin
                    accumulator <= accumulator + partial_sum;
                    op <= accumulator + partial_sum;
                    op_valid <= 1'b1;
                end
             endcase
        end
    end
    always @(*) begin
        case(state)
            IDLE: next_state = MSB;
            MSB: next_state = LSB1;
            LSB1: next_state = LSB2;
            LSB2: next_state = LSB;
            LSB: next_state = IDLE;
            default: next_state = IDLE;
        endcase
    end
endmodule
### constraint.sdc
current_design my_abstest

set clk_period 5.2
set clk_io_pct 0.2

create_clock -name clk0 -period $clk_period [get_ports {clk}]

set non_clock_inputs [all_inputs -no_clocks]
set_input_delay [expr $clk_period * $clk_io_pct] -clock clk0 $non_clock_inputs
set_output_delay [expr $clk_period * $clk_io_pct] -clock clk0 [all_outputs]
==> GITHUB_STEP_SUMMARY <==
### Metrics collected by this job

| Metric | Value |
|---|---|
| Max Root-Sink Buffers | `2` |
| Cell Count, Final, Fillers Out | `roughly 230` |
| CORE AREA | `~4800 um2` |
| Maxcap violations | `0` |
| Leak pwr | `between 0.8 and 0.9 nW` |
| Maximum VDD drop | `around 0.17 mV` |
| Initial antenna violation count | `0` |
| Share of layout cells above drive strength 1 | `under 10%` |
| First-pass GRT wire length | `~5.3 mm` |
| Die area | `between 5000 and 6000 um2` |
| Die extent in x | `73.13 um` |
| I/O pin cnt | `16` |
| H-Tree Depth | `1` |
| CTS Buf Count | `3` |
| Area delta synth->final | `18.55%` |
| I/O Buffers | `15` |
| Finish-stage setup viols | `0` |
| Ys async rst share | `about 100%` |
| Total Routing Usage GR | `about an eighth` |
| Post-synth seq share | `a little over a third` |
| CP startpoint kind | `primary input` |
| Detailed placement HPWL | `2.392 mm` |
| CTS tree | `done` |
| Max-Slew Margin vs Limit | `around three fifths` |
| Num Clock Sinks | `22` |
| RSZ-0062 raised after global routing | `false` |
| Outcome | `finished, final reports clean` |
| Netlist cell types | `around 45` |
| HP Class | `flip-flop to flip-flop` |
| Log Warnings | `25` |
| Synthesized area | `1518 um2` |
| N_diodes | `0` |
| Final worst path period share | `61.28%` |
| TritonRoute pass-1 iters | `5` |
| Vias | `approximately 1200` |
| FMAX | `~310 MHz` |
| Syn Area/Cell | `approximately 10 um2` |
| Row cnt | `25` |
| Clk pin slew, worst setup/hold paths | `around 0.080 ns` |
| Critical Path RT | `5.35 ns` |
| TNS Setup | `0 ns` |
| Vias in the first global route | `about 1100` |
| CP max stage cell | `clkdlybuf4s50_1` |
| Most common logic cells in the final layout | `21 x dfrtp_1, 15 x inv_1, 15 x ha_1, 15 x clkdlybuf4s50_1, 12 x o21ai_0` |
| Most used logic cell in the final layout | `dfrtp_1` |
| FF+latch count, synth | `22` |
| Max stage delay on crit path | `roughly 0.62 ns` |
| Hold_buf cts | `0` |
| Top-area cell share | `roughly a third` |
| Pwr dens | `208.3 nW/um2` |
| Critical path fanouts, max | `6` |
| Clock skew | `0.003955 ns` |
| Post-DRT Antenna Nets | `0` |
| DRC Markers | `0` |
| Crit path DAT | `approximately 3.3 ns` |
| Synthesis warning total | `1` |
| Area leader, netlist | `dfrtp_1` |
| Flop-to-flop setup slack | `2.91 ns` |
| Avg WL per Cell | `around 14 um` |
| Crit path cell chain | `clkdlybuf4s50_1 > inv_1 > fa_1 > nand2b_1 > a21oi_2 > a211oi_1 > a41o_1 > a2111o_1` |
| WHS | `0.4011 ns` |
| Largest net degree at the start of global routing | `23` |
| Post-CTS setup repair buffer count | `0` |
| Clock latency (worst-skew pair) | `0.26 ns` |
| GRT overflow | `0` |
| Slew @ Worst Pin | `0.6261 ns` |
| Fin. Hold Viols | `0` |
| DRT iter0 DRCs | `approximately 82` |
| Dominant flop cell | `dfrtp_1` |
| Starting Density | `around a third` |
| Root Buffer | `clkbuf_8` |
| Post-CTS Resized | `0` |
| Yosys chip area | `1518 um2` |
| Kind of critical path | `primary input to flip-flop` |
| Post-synthesis instance total | `roughly 150` |
| RePlAce Congestion | `~0.86` |
| Routed WL | `between 3 and 4 mm` |
| Ys cells | `between 150 and 200` |
| Vias per cell | `~5` |
| Die Y | `~73 um` |
| Final Max Slew Viols | `0` |
| Top cells, area | `dfrtp_1 35%, ha_1 12%, fa_1 4.0%, o21ai_0 4.0%, inv_1 3.7%` |
| Layout Utilization | `between 30% and 40%` |
| Min cycle time layout | `3.187 ns` |
| Critical path endpoint category | `flip-flop` |
| Inst Count DP | `roughly 230` |
| EDFF count, synth | `0` |
flip-flops by register name, summed over array words and instances, names as in the netlist:
name and cells:
op 8, op_valid 1, accumulator 8, state 5
critical path: cells and delay by family:
family / cells / cell delay, ns
adder cells (fa/ha/maj): 1 / 0.47
AND/OR/NAND/NOR: 1 / 0.18
buffers and inverters: 2 / 0.77
AND-OR/OR-AND: 4 / 0.89
synthesized netlist by cell type, types with 2 or more instances:
cell type	count
nor2_1	8
a21oi_1	5
inv_1	15
a211oi_1	4
a21o_1	3
nand2_1	10
mux2_2	2
nand2b_1	2
fa_1	3
xnor2_1	4
nand3b_1	2
a222oi_1	4
ha_1	15
o21ai_0	12
dfrtp_1	21
and3_1	2
o211ai_1	4
clkbuf_1	2
o31ai_1	2
xor2_1	6
path summary, 6_finish.rpt:
kind                                                  from                    endpoint  cells past startpoint
worst min register to register          state[0]$_DFF_PP1_          state[3]$_DFF_PP0_                      0
min in group asynchronous                              rst          op_valid$_DFF_PP0_                      3
max in group asynchronous                              rst          state[0]$_DFF_PP1_                      3
worst max register to register  accumulator[1]$_DFFE_PP0P_  accumulator[7]$_DFFE_PP0P_                      8
worst min-delay path                    state[0]$_DFF_PP1_          state[3]$_DFF_PP0_                      0
worst max-delay path                        partial_sum[1]  accumulator[7]$_DFFE_PP0P_                      8
report_power, final:
part | switching [mW] | leakage, nW | total (mW) | internal, mW
Combinational | 0.0244 | 0.535 | 0.0433 | 0.0189
Sequential | 0 | 0.246 | 0.171 | 0.171
Clock | 0.0577 | 0.0357 | 0.160 | 0.103
Total | 0.0821 | 0.817 | 0.375 | 0.293
per-stage QoR:
step / cell area (um2) / total power, mW / setup WS (ns)
detailed placement: 1728 / 0.2174 / 1.738
finish: 1799 / 0.3747 / 2.013
CTS: 1799 / 0.3786 / 2.009
floorplan: 1518 / 0.2030 / 2.472
global placement: 1728 / 0.2179 / 1.754
global route: 1799 / 0.3906 / 1.887
kinds of logic after synthesis:
| family | count (synthesis) | synth area share (%) |
|---|---|---|
| AOI/OAI and AO/OA | 49 | 23.99 |
| xor gates and xnor gates | 10 | 5.771 |
| adders and majority gates | 18 | 16.32 |
| buffers and inverters | 20 | 5.771 |
| DFF | 22 | 36.36 |
| muxes | 2 | 1.484 |
| and+or+nand+nor | 30 | 10.30 |
layout make-up:
cell class / count / area (um2)
fillers: 490 / 2987
multi-input cells: 109 / 878.3
flip-flops and latches: 22 / 551.8
repair buffers: 16 / 157.7
well taps: 67 / 83.83
inverters: 15 / 56.30
clock buffers: 3 / 41.29
clock inverters: 1 / 30.03
metal layers:
layer  vias to the layer above  global-route usage, %  routed length (um)
met4                         0                 0.4357                   0
met3                         0                  1.681                 124
met1                       562                  20.33                1625
li1                        588                      -                   -
met5                         -                      0                   0
met2                        25                  21.60                1536
Power figures rest on the tool's default switching activity, not on a simulated workload.
