## /design/flow/config.mk

```make
export PLATFORM = sky130hd
export DESIGN_NAME = eightBitAdder
export DESIGN_NICKNAME = eightBitAdder
export VERILOG_FILES = /design/flow/design.v
export SDC_FILE = /design/flow/constraint.sdc
export NUM_CORES = 4
export LEC_CHECK = 1
export CORE_AREA = 10 10 70 70
export DIE_AREA = 0 0 80 80
```

## /design/flow/run.sh

```bash
#!/bin/bash
# OpenROAD 26Q1-2900-gdf79404cd8, Yosys 0.63+post, stock flow scripts
make -C /OpenROAD-flow-scripts/flow DESIGN_CONFIG=/design/flow/config.mk WORK_HOME=/design/flow/orfs finish
```

## /design/flow/constraint.sdc

```tcl
current_design eightBitAdder

set clk_period 6.3
set clk_io_pct 0.2

create_clock -name clk0 -period $clk_period

set non_clock_inputs [all_inputs -no_clocks]
set_input_delay [expr $clk_period * $clk_io_pct] -clock clk0 $non_clock_inputs
set_output_delay [expr $clk_period * $clk_io_pct] -clock clk0 [all_outputs]
```

## /design/flow/design.v

```verilog
module eightBitAdder (
	input wire [7:0] a,b,
	output reg [8:0] out
);
always @(*) begin
	out = a + b;
end
endmodule
```

==> notes.md <==
Item: results of the latest flow run.

- The run finished with clean final reports.
- In this run the tool buffered the top-level ports with 25 buffer cells.
- The script computed a power per unit cell area of 94.3 mW/mm2.
- The terminating pin of the worst hold path is out[0].
- The shortest clock period the worst path allows after layout is 4630 ps.
- Per the layout report, the design carries 0 clock buffers.
- The number of hold buffers added after cts is 0.
- The remaining number of nets flagged by the antenna check after routing is 0.
- The first-iteration detailed-routing DRC count is 23.
- Per Yosys stat, the portion of area used by sequential elements is 0%.
- The number of placement rows is 21.
- Per the placement report, the placed cell count is 113.
- The flip-flop and latch area is 0 um2.
- The worst slack on hold paths is 3550 ps.
- In this run the tightest slew margin relative to its limit is 74.3%.
- The warning total across the stage logs is 32.
- In this run the standard cell core region covers 0.00342 mm2.
- The category of the worst setup path launch point is an input pin.
- The average wire length per cell after detail routing is 9.72 um.
- The final instance area is 632 um2.
- Summed over all nets, the switching power comes to 0.0208 mW.
- The number of antenna violations at the first check in global routing is 0.
- The class of the tightest hold or removal check is in2out.
- ha_1 takes more of the synthesized area than any other cell.
- By area the synthesized netlist is led by ha_1 31%, a21oi_1 7.7%, a311o_1 6.2%.
- The number of different library cells in the post-synthesis netlist is 20.
- The final-report hold violation count is 0.
- The number of search-and-repair iterations in the first detailed-routing pass is 4.
- Per the layout area report, the combinational gate area comes to 313 um2.
- The total negative slack for setup checks is 0 ps.
- The floorplan step set the die width to 80 um.
- Internal power comes to 0.0388 mW.
- The number of global-route vias before repair came to 393.
- The average cell area after synthesis is 7.72 um2.
- The maximum VDD drop is 37.3 uV.
- The first global-routing pass estimated 1770 um of wire.
- RePlAce ended its routability-driven mode at a weighted congestion of 0.742.
- Max fanout on the critical path was recorded as 2.
- The required time of the critical path is 5040 ps.
- The tool flagged a number of max-cap violations equal to 0.
- The achievable clock frequency is 216 MHz.
- The I/O pin total is 25.
- The signal on the critical path passes through clkdlybuf4s50_1 > ha_1 > fa_1 > a21oi_1 > nor2_1 > nor2_1 > xnor2_1 > clkdlybuf4s50_1.
- The remaining global-route overflow is 0.
- The number of instances in the synthesized netlist is 42.
- The part of the power in combinational logic is 100.0%.
- In the routed layout, each cell is associated on average with a via count of 3.58.
- The HPWL after detailed placement is 997 um.
- The fraction of layout cells with a size suffix above 1 is 1.49%.
- The largest single stage delay on the critical path is 490 ps.
- The share of total power in the clock network is 0%.
- The cell area that synthesis handed to floorplanning was 324 um2.
- Sorting the synthesized cells by how often they occur yields 8 x ha_1, 5 x a21oi_1, 3 x nand2_1.
- The maximum number of pins on one net before global-route repair is 7.
- For this run, the final setup violation count is recorded as 0.
- The class of the most critical setup path is in2out.
- The detailed router placed 404 vias in this run.
- The fraction of synthesized cell area taken by the top area cell type is 30.9%.
- For reference, the final report shows the max-slew violation count at 0.
- The layout has 384 filler cells.
- Total global-route track usage over all layers is 3.26%.
- The switching fraction of total power is 34.9%.
- The initial utilization of the core area, before any placement, comes to 9.49%.
- Summing all placed instances gives a cell area of 632 um2.
- The residual DRC count is 0.
- Counting instances, the worst hold path has a depth of 3.
- The setup fix buffers added after clock tree synthesis is 0.
- The post-synthesis cell count from yosys is 42.
- The number of antenna diodes in the final layout is 0.
- The timing report shows that the slowest cell on the worst path is clkdlybuf4s50_1.
- The measured slew at the worst slew-check pin is 375 ps.
- The die is 80 um tall.
- The sum of routed wire length over all layers is 1100 um.
- The share of the clock period used by the worst path is 73.6%.
- The post-cts sizing count is 0.
- At the end of the flow the core is filled with cells to 18.5%.
- The relative area change from synthesis to final layout is 95.0%.
- Looking at the power breakdown, sequential logic takes 0% of the total.
- The post-synthesis chip area from yosys is 324 um2.
- There are 0 flip-flops and latches.
- The leakage power in the latest report is 0.255 nW.
- The Yosys warning count is 1.
- STA puts the critical path data arrival time at 3370 ps.
- The capturing element type of the critical path is an output pin.
- The most frequently used cell type in the post-synthesis netlist is ha_1.
- The die outline area is 0.00640 mm2.
- Looking at hold timing, the worst path starts from b[0].
- The count of cells in the finished layout, fillers not included, comes to 113.
- Setup repair after global routing left no endpoint under its margin.
==> critical path: cells and delay by family <==
kind	cells	cell delay, ps
AOI/OAI and AO/OA	1	220
xor gates and xnor gates	1	140
adders and majority gates	2	630
buffers and inverters	2	890
and+or+nand+nor	2	240
==> how the worst max path moves through the flow <==
stage                 start      to  slack (ps)  depth (start not counted)
after global routing   a[0]  out[6]        1560                          8
final                  a[0]  out[6]        1670                          8
after CTS              a[0]  out[6]        1650                          8
==> stage by stage <==
stage | setup slack (ps) | power, mW
floorplan | 2730 | 0.0235
global placement | 1690 | 0.0593
detailed placement | 1670 | 0.0600
CTS | 1650 | 0.0605
global route | 1560 | 0.0662
finish | 1670 | 0.0596
==> metal layers <==
metal / part of all wire (%) / vias to the layer above / routed length [um] / GRT usage [%]
li1: - / 216 / - / -
met1: 51 / 172 / 555 / 4.91
met2: 36 / 16 / 400 / 4.17
met3: 13 / 0 / 142 / 1.70
met4: 0 / 0 / 0 / 0
met5: 0 / - / 0 / 0
==> power by group through the flow <==
| stage | Clock, mW | Combinational (mW) | Sequential [mW] |
|---|---|---|---|
| global route | 0 | 0.0662 | 0 |
| finish | 0 | 0.0596 | 0 |
| CTS | 0 | 0.0605 | 0 |
==> cell type report <==
cell class	instances	share of cell area (%)
multi-input cells	39	49.5
repair buffers	25	39.6
well taps	46	9.11
inverters	3	1.78
==> cells in the final DEF, fill, tap and decap left out, types with 2 or more instances in the layout <==
cell type / count
nand3_1: 2
nand2_1: 3
nor2b_1: 2
a21oi_1: 5
clkdlybuf4s50_1: 25
xor2_1: 2
inv_1: 2
xnor2_1: 2
a311o_1: 2
ha_1: 8
nor3_1: 2
a21o_1: 2
nor2_1: 2
==> cell families (layout without fill, tap and decap cells) <==
group                    count (synthesis)  count (layout)  share of synthesized area [%]
AND-OR/OR-AND                           13              13                           27.8
XOR/XNOR                                 4               4                           10.8
adder cells (fa/ha/maj)                  9               9                           37.1
buffers and inverters                    3              28                           3.47
multiplexers                             1               1                           3.09
AND/OR/NAND/NOR                         12              12                           17.8
No activity file was given, so power comes from the tool's default toggle rates.
